[design/flow/design.v]
`timescale 1ns/1ps
module GrayCounter
   #(parameter   COUNTER_WIDTH = 4)
    (output reg  [COUNTER_WIDTH-1:0]    GrayCount_out,   
     input wire                         Enable_in,   
     input wire                         Clear_in,    
     input wire                         Clk);
    reg    [COUNTER_WIDTH-1:0]         BinaryCount;
    always @ (posedge Clk)
        if (Clear_in) begin
            BinaryCount   <= {COUNTER_WIDTH{1'b 0}} + 1;   
            GrayCount_out <= {COUNTER_WIDTH{1'b 0}};       
        end
        else if (Enable_in) begin
            BinaryCount   <= BinaryCount + 1;
            GrayCount_out <= {BinaryCount[COUNTER_WIDTH-1],
                              BinaryCount[COUNTER_WIDTH-2:0] ^ BinaryCount[COUNTER_WIDTH-1:1]};
        end
endmodule
[design/flow/run.sh]
#!/bin/bash
# OpenROAD 26Q1-2900-gdf79404cd8, Yosys 0.63+post, stock flow scripts
make -C /OpenROAD-flow-scripts/flow DESIGN_CONFIG=/design/flow/config.mk WORK_HOME=/design/flow/orfs finish
[design/flow/config.mk]
export PLATFORM = sky130hd
export DESIGN_NAME = GrayCounter
export DESIGN_NICKNAME = GrayCounter
export VERILOG_FILES = /design/flow/design.v
export SDC_FILE = /design/flow/constraint.sdc
export NUM_CORES = 4
export LEC_CHECK = 1
export CORE_AREA = 10 10 70 70
export DIE_AREA = 0 0 80 80
[design/flow/constraint.sdc]
current_design GrayCounter

set clk_period 1.0
set clk_io_pct 0.2

create_clock -name clk0 -period $clk_period [get_ports {Clk}]

set non_clock_inputs [all_inputs -no_clocks]
set_input_delay [expr $clk_period * $clk_io_pct] -clock clk0 $non_clock_inputs
set_output_delay [expr $clk_period * $clk_io_pct] -clock clk0 [all_outputs]
==> impl_metrics.env <==
# physical design summary
export IMPL_outcome="finished, violations left"
export IMPL_violations="negative setup slack"
export IMPL_final_antenna_net_count=0
export IMPL_post_route_drc_count=0
export IMPL_endpoint_kind="flop"
export IMPL_place_hpwl_um=560
export IMPL_yosys_area_um2=318
export IMPL_syn_to_final_growth_pct=62.2
export IMPL_wl_per_cell_um=8.11
export IMPL_rsz0062_at_grt="yes"
export IMPL_fp_util=0.0930
export IMPL_cp_buffers_inverters=1
export IMPL_holdWs_ns=0.331
export IMPL_max_vdd_ir_drop_v=0.000285
export IMPL_grt_use_total=0.0227
export IMPL_worst_endpoint_arrival_ns=1.20
export IMPL_via_count=265
export IMPL_synthArstFlopShare=0
export IMPL_syn_instance_count=29
export IMPL_max_cap_violations=0
export IMPL_grt_pass1_wl_mm=1.08
export IMPL_min_path_cells=3
export IMPL_layout_drive_gt1_share=0.381
export IMPL_cp_start_kind="flop"
export IMPL_path_cells="buf_6 -> ha_4 -> nand3_2 -> mux2_4"
export IMPL_cts_sinks=7
export IMPL_cts_tree="done"
export IMPL_port_buffers=6
export IMPL_p_leak_nw=0.205
export IMPL_cts_buffers=3
export IMPL_r2r_start="GrayCount_out[0]"
export IMPL_worstReg2RegEnd="BinaryCount[3]"
export IMPL_dr_pass1_iters=2
export IMPL_yosysUniqueCellTypes=15
export IMPL_holdCritPathClass="input port to flop"
export IMPL_worstPathRequired_ns=1.13
export IMPL_fp_dieW_um=80
export IMPL_root_buffer="clkbuf_4"
export IMPL_viasPerCell=2.85
export IMPL_dp_slack_ns=-0.260
export IMPL_enable_flop_cells=0
export IMPL_avgSynthCellArea_um2=11.0
export IMPL_io_pins=7
export IMPL_worst_pin_slew_ns=0.141
export IMPL_htreeDepth=1
export IMPL_grt_pass1_vias=245
export IMPL_reg2reg_setup_slack_ns=-0.06
export IMPL_powerDensity_nw_per_um2=1330
export IMPL_post_route_period_util=1.06
export IMPL_compound_area_frac=0.0709
export IMPL_min_from="Enable_in"
export IMPL_numSynthFlops=7
export IMPL_crit_family="flip-flops"
export IMPL_dp_cells=83
export IMPL_crit_type="flop to flop"
export IMPL_synth_area_um2=318
export IMPL_synth_warnings=1
export IMPL_ys_sh_xor=0.0551
export IMPL_ys_seq_frac=0.441
export IMPL_fmax_mhz=939
export IMPL_synth_comb_largest_family="simple AND/OR/NAND/NOR gates"
export IMPL_instances_no_fill=93
export IMPL_fin_util=0.151
export IMPL_clock_skew_ns=0.00636
export IMPL_grt_max_degree=6
export IMPL_synth_top_cell_by_area="dfxtp_1"
export IMPL_cts_hold_buf=0
export IMPL_dieArea_um2=6400
export IMPL_gr_total_overflow=0
export IMPL_fp_row_count=21
export IMPL_hold_viol=0
export IMPL_ys_sh_mux=0.142
export IMPL_flop_cell="dfxtp_1"
export IMPL_warnings=27
export IMPL_simple_gate_share=0.154
export IMPL_final_area_um2=515
export IMPL_wl_um=754
export IMPL_topCellsByArea="dfxtp_1, mux2i_1, ha_1"
export IMPL_yosysMostFrequentCell="dfxtp_1"
export IMPL_clk_pin_slew_ns=0.05
export IMPL_cpPeakStageDelay_ns=0.32
export IMPL_holdPathEnd="GrayCount_out[2]"
export IMPL_fp_dieH_um=80
export IMPL_dpl_cell_area_um2=447
export IMPL_slew_headroom=0.903
export IMPL_clkLatencyLatePin_ns=0.25
export IMPL_worst_path_max_delay_cell="dfxtp_2"
export IMPL_ys_sh_adder=0.0787
export IMPL_drt_iter0_drc=21
export IMPL_setup_slack_ns=-0.0646
export IMPL_finalWorstPathRequiredPeriod_ns=1.06
export IMPL_ys_cells=29
export IMPL_setup_violations=3
export IMPL_slew_violations=0
export IMPL_rr_worst_depth=4
export IMPL_crit_fanout=3
export IMPL_core_area_um2=3420
export IMPL_finalWeightedCongestion=0.693
export IMPL_yosys_top_cells_count="dfxtp_1, nor2_1, mux2i_1, ha_1, xnor2_1"
export IMPL_antenna_found_initial=1
export IMPL_yosysTopAreaCellShare=0.441
export IMPL_clockBufferDepth=2
[tightest hold or removal path: cells and delay by family]
kind	cells	cell delay (ns)
AOI/OAI and AO/OA	1	0.05
buffers and inverters	1	0.16
and+or+nand+nor	1	0.12
[logic make-up after synthesis]
| logic type | Yosys count |
|---|---|
| simple gates | 9 |
| flops | 7 |
| mux | 4 |
| compound gates | 3 |
| xor+xnor | 2 |
| buf+inv | 2 |
| fa+ha+maj | 2 |
[routing by layer]
layer	share of wire	routed length, µm	track usage
met3	0.14	103	0.0250
met4	0	0	0.00176
met2	0.45	338	0.0313
met1	0.41	311	0.0241
met5	0	0	0
[cells in the final DEF (no fill, tap or decap), types with 2 or more instances in the layout]
cell type        count
buf_4                4
clkbuf_4             3
clkdlybuf4s15_1      3
dfxtp_1              3
dfxtp_2              4
diode_2              5
mux2i_1              3
nor2_1               5
xnor2_1              2
[metrics by stage]
stage	setup TNS [ns]	power, mW
final	-0.120	0.686
after global routing	-0.224	0.741
after CTS	-0.113	0.694
after detailed placement	-1.57	0.426
after global placement	-1.55	0.420
after floorplan	0	0.376
[sequential cells by signal, summed over array words and instances (netlist names)]
name,count
BinaryCount,3
GrayCount_out,4
[timing repair]
| item | in CTS | in global routing |
|---|---|---|
| endpoints found under the setup margin | 7 | 8 |
| buffers inserted | 1 | 0 |
| pin swaps | 1 | 0 |
| gates resized | 12 | 3 |
[worst max path at each step]
| stage | cells past startpoint | slack (ns) | startpoint | end |
|---|---|---|---|---|
| after CTS | 4 | -0.06 | GrayCount_out[0] | BinaryCount[3] |
| after global routing | 4 | -0.08 | GrayCount_out[0] | BinaryCount[3] |
| final | 4 | -0.06 | GrayCount_out[0] | BinaryCount[3] |
[power by group]
| group | switching [mW] | internal (mW) | total (mW) |
|---|---|---|---|
| logic | 0.0457 | 0.0732 | 0.119 |
| clock network | 0.100 | 0.152 | 0.252 |
| registers | 0.0148 | 0.301 | 0.316 |
[final cells by class]
class / count / area (µm²)
fill: 391 / 2900
timing repair buffer: 11 / 103
tap: 46 / 57.6
multi-input combinational: 20 / 171
antenna: 5 / 12.5
clock buffer: 4 / 26.3
sequential: 7 / 145
Power figures rest on the tool's default switching activity, not on a simulated workload.
