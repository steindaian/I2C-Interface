**design/flow/run.sh**
```bash
#!/bin/bash
# OpenROAD 26Q1-2900-gdf79404cd8, Yosys 0.63+post, stock flow scripts
make -C /OpenROAD-flow-scripts/flow DESIGN_CONFIG=/design/flow/config.mk WORK_HOME=/design/flow/orfs finish
```
**design/flow/design.v**
```verilog
module cntr #(
	parameter w = 8,	 
	parameter iv = 'b0	 
)(
	input clk,
	input rst_b,	 
	input c_up,
	input clr,		 
	output [w-1:0] q
);
	wire [w-1:0] d;
	assign d = q + {{(w-1){1'b0}}, 1'b1};
	rgst #(
		.w(w),
		.iv(iv)
	) u_rgst (
		.clk(clk),
		.rst_b(rst_b),
		.d(d),
		.ld(c_up),
		.clr(clr),
		.q(q)
	);
endmodule
module rgst #(
	parameter w = 8,	 
	parameter iv = 'b0	 
)(
	input clk, 
	input rst_b,	 
	input [w-1:0] d, 
	input ld, 
	input clr,		 
	output reg [w-1:0] q
);
	always @ (posedge clk, negedge rst_b)
		if (!rst_b)
			q <= iv;
		else if (clr)
			q <= iv;
		else if (ld)
			q <= d;
endmodule
```
**design/flow/config.mk**
```make
export PLATFORM = sky130hd
export DESIGN_NAME = cntr
export DESIGN_NICKNAME = cntr
export VERILOG_FILES = /design/flow/design.v
export SDC_FILE = /design/flow/constraint.sdc
export NUM_CORES = 4
export LEC_CHECK = 1
export CORE_AREA = 10 10 70 70
export DIE_AREA = 0 0 80 80
```
**design/flow/constraint.sdc**
```tcl
current_design cntr

set clk_period 1.8
set clk_io_pct 0.2

create_clock -name clk0 -period $clk_period [get_ports {clk}]

set non_clock_inputs [all_inputs -no_clocks]
set_input_delay [expr $clk_period * $clk_io_pct] -clock clk0 $non_clock_inputs
set_output_delay [expr $clk_period * $clk_io_pct] -clock clk0 [all_outputs]
```
==> run summary <==
Update from the flow run.

Before CTS, the worst setup slack after placement is 0.129 ns. The met1 capacity usage during global routing is 0.0501. The clock tree from TritonCTS is built.

The first global-routing pass estimated 1580 µm of wire. The initial antenna violation count came to 0. The region available for standard cell placement spans about 3400 µm². Max-cap violations in this run came to 0. Per the GRT log, the top usage layer is met1.

The data required time of the worst path is 1.44 ns. The antenna diode count is 0. The count of final setup violators is 0.

Across all setup checks in the final design, the least slack found is 0.197 ns. The number of I/O pins is 12. The synth_stat.txt file lists the number of cells as 37.

Per the synthesis report, the XOR/XNOR share of the synthesized area is 0.0883. Subtracting the final worst setup slack from the clock period gives approximately 1.6 ns. The number of setup buffers added after CTS is 0. The detailed router placed 325 vias in this run. The number of warning messages in the logs is 25. The post-route standard cell area excluding fillers is 587 µm². The critical path is of the reg2out type. The first-pass iteration count of the detailed router is 3. The global-route track usage on met3 is 0.0284. Per the post-run analysis, buffers plus inverters along the critical path come to 1. In this run, post-CTS hold repair placed 0 buffers. The synthesis report lists the most area-consuming cells as sky130_fd_sc_hd__dfrtp_1, sky130_fd_sc_hd__o2111ai_4, sky130_fd_sc_hd__xor2_1. The detailed router finished its first iteration with 7 violations. The power density over the cells is 629 nW/µm². Broken down by cell family, the worst path's largest delay share belongs to buffers and inverters.

The die area is around 6400 µm². The number of synthesized flops with an enable pin is 0. The run finished with clean final reports. The average via count per standard cell is around 3.4.

The cell-mix breakdown from Yosys lists the adder-cell area share as 0.0315. The total DRC errors in the routed layout is 0. The largest registers in the layout are u_rgst.q: 8 flops. The tree is rooted in a sky130_fd_sc_hd__clkbuf_4.

The maximum buffer depth of the clock tree is 2. The critical path's slowest stage uses the library cell sky130_fd_sc_hd__clkdlybuf4s50_1. For this run, the chip area from Yosys synthesis comes to just under 400 µm². For the pin with the worst max-slew slack, the measured transition is 0.372 ns. Counting endpoints that fail hold in the final report gives 0.

The pre-placement core utilization is 0.116. The type recorded for the worst min-delay path is in2async. The critical path capture point type is an output pin. The later pin in the worst-skew pair is clocked with a latency of 0.25 ns.

The share of async-settable or async-resettable flops after synthesis is 1.00. The reg-to-reg critical path startpoint is u_rgst.q[0]. On the worst path, the slowest cell contributes a delay of ~0.52 ns.

Before any placement, the netlist area is recorded as 397 µm². For the final routed database, the setup TNS stands at 0 ns. The depth of the CTS H-tree is 1.

Dividing the synthesized area by the synthesized cell count gives 10.7 µm². Nets still carrying antenna violations after routing amount to 0. The area fraction in compound gates is 0.142. The number of cell rows is 21. The number of library cell types mapped by synthesis is 14.

The TritonCTS buffer count is 3. More flip-flops sit in one register than any other, and that register is u_rgst.q. The commonest cells after synthesis are sky130_fd_sc_hd__dfrtp_1, sky130_fd_sc_hd__nor2_1. The routability congestion estimate is 0.834. The leakage component of the power is roughly 0.22 nW.

The routed design shows a wire length per standard cell of 9.98 µm. Once detailed placement completed, the half-perimeter wirelength came to 767 µm. The startpoint class of the critical path is a register. The dominant kind of combinational cell is simple AND/OR/NAND/NOR gates. The total global routing overflow is 0.

The flow reports an fmax of 0.624 GHz. The layout-stage area growth over the synthesis result is 47.9%. The die width is about 80 µm.

The final timing report lists a max-slew violation count of 0. The post-synthesis share of cell area spent on and, or, nand and nor gates is 0.170. The placement report lists the number of port buffers as 11. The global routing report lists combined usage of all routing layers as 0.0322. The hold slack is 0.387 ns.

The via count of the first global-routing pass was between 300 and 400. The worst setup skew after layout is 0.00551 ns. The most common cell in the netlist is sky130_fd_sc_hd__dfrtp_1. Setup repair after global routing left no endpoint under its margin. The tally of non-filler cells in the final layout is between 90 and 100. Counting the warning lines in the Yosys log gives 1. The arrival time of data at the worst endpoint is listed as between 1 and 1.5 ns. The count of placed standard cells including taps is 94. The flip-flop count of the largest register, all copies and words added is 8. Of the post-synthesis cell area, the dominant cell type holds 0.505.

The synthesized instance count is 37. The slew check shows that the tightest pin keeps a relative margin of 0.751. The cell type with the largest total area after synthesis is sky130_fd_sc_hd__dfrtp_1.

The fraction of synthesized area in multiplexers is 0.0252. The clock drives 8 sinks. The overall die height is 80 µm. After detailed routing, the total wire length is 968 µm. The cell sequence reported for the critical path is clkdlybuf4s50_1. Synthesis inferred 8 register bits. On the worst setup and hold paths after CTS, the clock-pin slew comes to 0.06 ns. The largest driver fanout on the critical path is 5. On met2, the global router reports a usage of 0.0305. Post-CTS repair ended up resizing 0 cells. Of the cells placed in the final design, the portion with a size suffix greater than 1 is 0.118.

Per Yosys stat, the portion of area used by sequential elements is 0.505. The area of placed instances is 564 µm². The startpoint of the worst setup timing path is u_rgst.q[2]. Entering global routing, the biggest net connects 9 pins. The highest supply drop recorded on VDD is 0.341 mV.

Per the synth stats, the flop cell with the highest instance count is sky130_fd_sc_hd__dfrtp_1. The fraction of the cycle the final worst path needs is 0.890.
[layer usage]
| layer | vias up | part of all wire |
|---|---|---|
| li1 | 160 | - |
| met1 | 149 | 0.59 |
| met2 | 16 | 0.27 |
| met3 | 0 | 0.14 |
| met4 | 0 | 0 |
| met5 | - | 0 |
[cells by family (layout without fill, tap and decap cells)]
| family | count (synthesis) | count (layout) |
|---|---|---|
| xor+xnor | 4 | 4 |
| mux | 1 | 1 |
| simple gates | 14 | 14 |
| compound gates | 7 | 7 |
| flops | 8 | 8 |
| fa+ha+maj | 1 | 1 |
| buf+inv | 2 | 16 |
[cells in the final DEF (no fill, tap or decap), drive strengths merged]
cell type	instances
a21oi	3
buf	2
clkbuf	3
clkdlybuf4s50	11
dfrtp	8
ha	1
mux2i	1
nand2	2
nand3	2
nand4	2
nor2	5
o2111ai	1
o21ai	3
or3	3
xnor2	1
xor2	3
[power by group]
part           switching (W)  leakage (nW)  internal [W]  total [W]
combinational      0.0000165        0.0943     0.0000226  0.0000391
sequential        0.00000797         0.110      0.000185   0.000193
clock              0.0000609        0.0138     0.0000763   0.000137
[per-stage QoR]
| step | power, W | utilization |
|---|---|---|
| after floorplan | 0.000212 | - |
| after global placement | 0.000234 | 0.165 |
| after detailed placement | 0.000235 | 0.165 |
| after CTS | 0.000373 | 0.172 |
| after global routing | 0.000393 | 0.172 |
| final | 0.000369 | 0.172 |
[layout make-up]
type                    count  area, µm²
well taps                  46       57.6
flip-flops and latches      8        200
clock buffers               3       22.5
multi-input cells          27        181
fillers                   393       2830
repair buffers             13        125
[path summary, 6_finish.rpt]
kind                       slack [ns]     endpoint  cells past startpoint
min                              0.39  u_rgst.q[7]                      1
min in group clk0                0.56  u_rgst.q[7]                      2
max in group asynchronous        1.14  u_rgst.q[5]                      1
min reg2reg                      0.56  u_rgst.q[7]                      2
max                              0.20         q[2]                      1
max reg2reg                      0.43  u_rgst.q[6]                      4
Power and IR drop assume default switching activity.
