==> /design/flow/design.v <==
module i2c_sclk_gen (
	input clk,
	input rst_,
	input nReset,
	output scl
);
reg [5:0]  cnt_ff,cnt_d;
reg scl_d, scl_ff;
assign scl = scl_ff;
always @ (*)
     begin
	scl_d = scl_ff;
	cnt_d = cnt_ff + 1;
	if (cnt_d == 6'd5)
	  begin
	     scl_d = ~scl_d;
	     cnt_d = 6'd0;	  
	  end
     end
always @ (posedge clk, negedge rst_)
     begin
	if(!rst_)
	  begin
	     scl_ff <= 1'b1;
	     cnt_ff <= 6'd0;
	  end
	else
	  begin
	     scl_ff <= scl_d;
	     cnt_ff <= cnt_d;
	  end
     end
endmodule 
==> /design/flow/run.sh <==
#!/bin/bash
# OpenROAD 26Q1-2900-gdf79404cd8, Yosys 0.63+post, stock flow scripts
make -C /OpenROAD-flow-scripts/flow DESIGN_CONFIG=/design/flow/config.mk WORK_HOME=/design/flow/orfs finish
==> /design/flow/config.mk <==
export PLATFORM = sky130hd
export DESIGN_NAME = i2c_sclk_gen
export DESIGN_NICKNAME = i2c_sclk_gen
export VERILOG_FILES = /design/flow/design.v
export SDC_FILE = /design/flow/constraint.sdc
export NUM_CORES = 4
export LEC_CHECK = 1
export CORE_AREA = 10 10 70 70
export DIE_AREA = 0 0 80 80
==> /design/flow/constraint.sdc <==
current_design i2c_sclk_gen

set clk_period 2.1
set clk_io_pct 0.2

create_clock -name clk0 -period $clk_period [get_ports {clk}]

set non_clock_inputs [all_inputs -no_clocks]
set_input_delay [expr $clk_period * $clk_io_pct] -clock clk0 $non_clock_inputs
set_output_delay [expr $clk_period * $clk_io_pct] -clock clk0 [all_outputs]
==> run_results.csv <==
group,metric,value,unit
grt,grt_max_degree,10,
final_timing,setup_viol,0,
setup_path,r2r_cells,5,
logic_synthesis,ys_warn_count,1,
setup_path,critPathLaunchType,"flop",
cts,numCtsBuffers,3,
die,die_w,80,um
setup_path,critical_path.top_delay_family,"flip-flops",
power,p_leak,0.205,nW
logic_synthesis,synth_cell_types,22,
logic_synthesis,synthCells,38,
setup_path,end_kind,"output port",
logic_synthesis,synth_seq_share,46.4,%
final_timing,fin_skew,0.00122,ns
final_timing,max_freq,601,MHz
finish,fin_util,13.7,%
die,core-area,3420,um2
route,drtIter0Drc,6,
setup_path,r2r_setup_slack,0.67,ns
grt,grt_pass1_vias,265,
cts,insertion_delay,0.25,ns
cts,cts.path.max_buffers,2,
grt,grt_pass1_wl,1120,um
die,dieHeight,80,um
outcome,status,"complete, no violations",
cts,cts_hold_buf,0,
placed_design,placed_cell_area,442,um2
die,std_cell_rows,21,
cts,ctsResizeCount,0,
hold_path,hold_class,"input pin to asynchronous set/reset pin",
logic_synthesis,ys_chip_area,380,um2
die,die_area,6400,um2
cts,clk_transition_reported_paths,0.05,ns
setup_path,path_max_fanout,2,
finish,lay_top_cells,"dfrtp_1, nor2_1",
cts,cts_sinks,7,
power,peakVddDrop,0.000252,V
placed_design,io_buffers,2,
setup_path,cp_num_buf_inv,1,
route,insertedDiodeCount,0,
grt,grt.total_usage,2.21,%
finish,fill_cells,396,
placed_design,place_congestion,0.740,
placed_design,place.detailed.hpwl,449,um
final_timing,min_period,1.66,ns
route,via_per_inst,3.01,
grt,grt.overflow.total,0,
route,wirelength,617,um
cts,h-tree-depth,1,
cts,cts_setup_buffers,0,
finish,final_area,468,um2
power,p_per_area,555,nW/um2
die,ios,4,
setup_path,startpoint,"scl_ff$_DFFE_PN1N_",
run,drv_cap,0,
setup_path,worstReg2RegStart,"cnt_ff[0]$_DFF_PN0_",
setup_path,r2r_end,"scl_ff$_DFFE_PN1N_",
route,ant_nets,0,
finish,layout-drive-gt1-share,9.52,%
setup_path,criticalPathCategory,"flop to output port",
route,drc,0,
route,vias,265,
cts,cts_tree,"yes",
power,finalPower,0.000260,W
logic_synthesis,ys_ff,7,
finish,syn2layout_area_growth,23.0,%
finish,mostFrequentLayoutCell,"dfrtp_1",
final_timing,finalCritPeriodShare,79.2,%
logic_synthesis,yosys_cells,38,
die,fp-utilization,11.1,%
setup_path,arrival,1.24,ns
route,wl_per_cell,7.01,um
final_timing,worst_pin_slew,0.316,ns
cts,cts_root_buf,"clkbuf_4",
final_timing,drv_slew,0,
logic_synthesis,syn_avg_cell_area,10.0,um2
setup_path,crit_chain,"clkdlybuf4s50_1",
route,first_pass_iters,4,
final_timing,finalHoldViolations,0,
final_timing,rsz0062_at_grt,"false",
setup_path,critPathSlowestCell,"dfstp_2",
final_timing,setup-tns-final,0,ns
setup_path,required,1.68,ns
grt,antenna_found_initial,0,
logic_synthesis,netlist_area,380,um2
run,tool_warnings,27,
final_timing,slew_headroom,78.9,%
setup_path,max_stage_delay,0.53,ns
state kept, by name, indices dropped and copies added, names as in the netlist:
signal,count
scl_ff,1
cnt_ff,6
metal layers:
layer  vias up  global-route usage, %  part of all wire, %
met3         2                   1.70                   10
met4         0                  0.352                  1.5
met5         -                      0                    0
li1        134                      -                    -
met1       121                   3.16                   56
met2         8                   2.49                   33
worst register-to-register path: cells and delay by family, from the launching register on:
kind                     cells  cell delay [ns]
flip-flops                   1             0.42
AND/OR/NAND/NOR              2             0.40
adder cells (fa/ha/maj)      1             0.28
XOR/XNOR                     1             0.17
AND-OR/OR-AND                1             0.09
Yosys cell counts:
library cell	count	area share, %
o32ai_1	1	2.3
and2b_1	1	2.0
nand3b_1	1	2.0
o21ai_0	1	1.3
ha_1	2	6.6
nand4_1	1	1.6
nor2b_1	1	1.6
nor2_1	4	3.9
dfstp_2	1	6.9
buf_2	1	1.3
a32oi_1	1	2.3
and2_1	1	1.6
dfrtp_1	6	39
nor3_1	1	1.3
nand2_1	3	3.0
a21bo_1	1	2.6
inv_1	3	3.0
nand3_1	1	1.3
xnor2_1	3	6.9
a21oi_1	1	1.3
buf_6	1	3.0
xor2_1	2	4.6
cells by family after synthesis:
family / synth area share (%)
adder cells (fa/ha/maj): 6.58
XOR/XNOR: 11.5
AND-OR/OR-AND: 9.87
flip-flops: 46.4
AND/OR/NAND/NOR: 18.4
buffers and inverters: 7.24
report_power, final:
part | leakage (nW) | switching (W) | internal [W]
Clock | 0.0150 | 0.0000481 | 0.0000724
Combinational | 0.104 | 0.00000248 | 0.00000165
Sequential | 0.0856 | 0 | 0.000135
Total | 0.205 | 0.0000506 | 0.000209
stage by stage:
| stage | hold slack (ns) | cells | setup slack [ns] |
|---|---|---|---|
| finish | 0.426 | 88 | 0.437 |
| global route | 0.432 | 88 | 0.392 |
| CTS | 0.432 | 88 | 0.419 |
| detailed placement | 0.473 | 84 | 0.689 |
| global placement | 0.464 | 84 | 0.697 |
| floorplan | 0.124 | 38 | 0.805 |
cell type report:
type                       count  area, um2  area share [%]
multi-input combinational     26        176            37.7
inverter                       3       11.3            2.41
tap                           46       57.6            12.3
timing repair buffer           2       20.0            4.28
sequential                     7        176            37.7
clock buffer                   4       26.3            5.61
worst max path at each step:
stage | to | slack (ns) | cells after the start
6_report | scl | 0.44 | 1
4_1_cts | scl | 0.42 | 1
5_1_grt | scl | 0.39 | 1
Power figures rest on the tool's default switching activity, not on a simulated workload.
